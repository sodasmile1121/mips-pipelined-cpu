[./design.v]
`timescale 1ns / 1ps
module bit_alu (
    input            a,           
    input            b,           
    input            less,        
    input            a_invert,    
    input            b_invert,    
    input            carry_in,    
    input      [1:0] operation,   
    output reg       result,      
    output           carry_out    
);
    wire ai, bi;   
    assign ai = (a_invert == 0) ? a : !a;   
    assign bi = (!b & b_invert) | (b & !b_invert);   
    wire sum;
    assign carry_out = (ai & bi) | (ai & carry_in) | (bi & carry_in);
    assign sum       = (ai & (!bi) & (!carry_in)) | ((!ai) & (bi) & (!carry_in)) | ((!ai) & (!bi) & (carry_in)) | (ai & bi & carry_in);
    always @(*) begin   
        case (operation)   
            2'b00:   result <= ai & bi;   
            2'b01:   result <= ai | bi;   
            2'b10:   result <= sum;   
            2'b11:   result <= less;   
            default: result <= 0;   
        endcase
    end
endmodule
[./constraint.sdc]
current_design bit_alu

set clk_period 1.9
set clk_io_pct 0.2

create_clock -name clk0 -period $clk_period

set non_clock_inputs [all_inputs -no_clocks]
set_input_delay [expr $clk_period * $clk_io_pct] -clock clk0 $non_clock_inputs
set_output_delay [expr $clk_period * $clk_io_pct] -clock clk0 [all_outputs]
[./config.mk]
export PLATFORM = sky130hd
export DESIGN_NAME = bit_alu
export DESIGN_NICKNAME = bit_alu
export VERILOG_FILES = /design/flow/design.v
export SDC_FILE = /design/flow/constraint.sdc
export NUM_CORES = 4
export LEC_CHECK = 1
export CORE_AREA = 10 10 70 70
export DIE_AREA = 0 0 80 80
[./run.sh]
#!/bin/bash
# OpenROAD 26Q1-2900-gdf79404cd8, Yosys 0.63+post, stock flow scripts
make -C /OpenROAD-flow-scripts/flow DESIGN_CONFIG=/design/flow/config.mk WORK_HOME=/design/flow/orfs finish
==> reports/metrics.yaml <==
status: "completed"
critical-path-slowest-cell: "sky130_fd_sc_hd__fa_1"
startpoint_type_of_the_worst_setup_path: "input pin"
timing.hold.worst_endpoint: "carry_out"
min-delay-start: "carry_in"
worst_slew_margin_rel: 0.886
detail_route.iter0.violations: 0
tightestPinTransition_ps: 171
drtPass1Iterations: 1
final_min_period_over_clock_period: 0.969
layout.sequential_cells: 0
yosysCellCount: 10
seq_area_frac_synth: 0
placed_cell_area_um2: 248
final_design_area_no_fill_um2: 273
max-vdd-ir-drop_mv: 0.0738
top_cells_by_area: "sky130_fd_sc_hd__fa_1 27%, sky130_fd_sc_hd__xnor2_1 23%, sky130_fd_sc_hd__a22o_1 12%"
rsz_0062_raised_after_global_routing: "false"
critical_path_buf_inv_count: 2
critical_path_cell_by_cell: "buf_8 -> xnor2_4 -> fa_1 -> o21ai_1 -> a22o_1 -> buf_2"
worst-endpoint-arrival_ps: 1460
post_layout_minimum_cycle_time_ps: 1840
tally_of_openroad_warnings: 33
route.detailed.wl_per_inst_um: 5.35
netlist_instances: 10
ff_latch_area_um2: 0
critical_path.max_stage_delay_ps: 500
netlist_area_um2: 75.1
cap_violations: 0
power_switching_mw: 0.0203
setup_ws_ps: 59.4
postRouteAntennaNets: 0
area_of_the_core_mm2: 0.00342
globalRouteTotalUtil: 0.0116
die-height_um: 80
portion_of_total_power_attributed_to_sequential_cells: 0
finalWeightedCongestion: 0.679
grt.overflow.total: 0
number_of_warnings_printed_during_yosys_synthesis: 1
wirelength_um: 369
antenna_found_initial: 0
grt_pass1_vias: 116
kind_of_end_point_of_the_critical_path: "primary output"
common_cells: "2 x sky130_fd_sc_hd__inv_1, 2 x sky130_fd_sc_hd__xnor2_1"
grt_max_degree: 4
report.final.setup_viol: 0
p_int_mw: 0.0414
average_cell_area_after_synthesis_um2: 7.51
timing.hold.worst.class: "input pin to primary output"
n_antenna_cell: 0
design.die.area_mm2: 0.00640
area_share_of_the_largest_cell_type_after_synthesis: 0.267
io_pins: 10
yosys.cell_types.count: 8
synth-area-yosys_um2: 75.1
powerDensity_mw_per_mm2: 226
post-place-ws_ps: -825
post-dp-hpwl_um: 367
horizontal_die_dimension_um: 80
switching_share: 0.329
maxSlewViolCount: 0
power.leakage_nw: 0.109
share_comb_of_total_power: 1.000
vias: 112
worst-setup-path-type: "input pin to primary output"
rows: 21
required_worst_endpoint_ps: 1520
crit_path_max_fanout: 2
holdPathStages: 5
layout-drive-gt1-share: 0.522
area_growth_syn_to_layout_pct: 263
drcViolationCount: 0
post-synth-top-area-cell: "sky130_fd_sc_hd__fa_1"
cpLargestDelayFamily: "adder cells"
grt_pass1_wl_um: 558
initial_utilization: 0.0220
clock_power_share: 0
hold_violations: 0
viasPerCell: 1.62
holdWs_ps: 1320
sum_of_internal_switching_and_leakage_power_mw: 0.0617
port_buffers: 10
clockBufferCount: 0
max_freq_mhz: 543
## layout make-up
| type | instances | area (µm²) |
|---|---|---|
| fill | 409 | 3140 |
| tap | 46 | 57.6 |
| multi-input combinational | 8 | 93.8 |
| inverter | 2 | 7.51 |
| timing repair buffer | 13 | 114 |
## routing by layer
layer	global-route usage	vias to the layer above	wire, µm
li1	-	59	-
met1	0.0126	47	145
met2	0.0201	6	179
met3	0.00682	0	44
met4	0	0	0
met5	0	-	0
## power groups by stage
stage	Combinational, mW	Clock (mW)	Sequential [mW]
after CTS	0.0617	0	0
after global routing	0.0684	0	0
final	0.0617	0	0
## cell families (layout without fill, tap and decap cells)
family,count (synthesis),after routing,synth area share
AND-OR/OR-AND,4,4,0.350
XOR/XNOR,2,2,0.233
buffers and inverters,2,15,0.100
adder cells (fa/ha/maj),1,1,0.267
AND/OR/NAND/NOR,1,1,0.0500
## per-stage QoR
step	util	std cells	TNS [ps]
final	0.0799	69	0
after global placement	0.0725	68	-1170
after detailed placement	0.0725	68	-1210
after floorplan	-	10	0
after global routing	0.0799	69	0
after CTS	0.0791	69	-6.19
## how the worst max path moves through the flow
stage / to / start / slack [ps] / cells past startpoint
5_1_grt: result / b / 4 / 6
4_1_cts: result / a / -6 / 6
6_report: result / a / 60 / 6
## cell usage in the layout (no fill, tap or decap)
cell type                         instances
sky130_fd_sc_hd__buf_2                    2
sky130_fd_sc_hd__a21oi_1                  1
sky130_fd_sc_hd__buf_6                    2
sky130_fd_sc_hd__o21bai_1                 1
sky130_fd_sc_hd__nand2_1                  1
sky130_fd_sc_hd__inv_1                    1
sky130_fd_sc_hd__inv_2                    1
sky130_fd_sc_hd__a22o_1                   1
sky130_fd_sc_hd__fa_1                     1
sky130_fd_sc_hd__buf_4                    3
sky130_fd_sc_hd__xnor2_4                  1
sky130_fd_sc_hd__clkbuf_2                 1
sky130_fd_sc_hd__xnor2_2                  1
sky130_fd_sc_hd__clkdlybuf4s50_1          3
sky130_fd_sc_hd__o21ai_1                  1
sky130_fd_sc_hd__buf_8                    1
sky130_fd_sc_hd__dlygate4sd2_1            1
## repair_timing
| action | 4_1_cts | 5_1_grt |
|---|---|---|
| hold buffers | 0 | 0 |
| pin swaps | 5 | 4 |
| buffers inserted | 1 | 0 |
| cloned | 0 | 0 |
| endpoints found under the setup margin | 2 | 1 |
| gates resized | 29 | 4 |
Power is estimated from default activity; no workload was simulated.
